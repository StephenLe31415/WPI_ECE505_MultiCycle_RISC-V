`flow/design.v`:
```
`timescale 1ns / 1ns
module imem (
    input [31:0] addr,        
    output [31:0] rd         
);
    reg [31:0] file [63:0];  
    integer i;
      initial begin
          file[0] = 32'h00c00513;
          file[1] = 32'h008000ef;
          file[2] = 32'h00a02023;
          file[3] = 32'hff810113;
          file[4] = 32'h00112223;
          file[5] = 32'h00a12023;
          file[6] = 32'hfff50513;
          file[7] = 32'h00051863;
          file[8] = 32'h00100513;
          file[9] = 32'h00810113;
          file[10] = 32'h00008067;
          file[11] = 32'hfe1ff0ef;
          file[12] = 32'h00050293;
          file[13] = 32'h00012503;
          file[14] = 32'h00412083;
          file[15] = 32'h00810113;
          file[16] = 32'h02550533;
          file[17] = 32'h00008067;
          for (i = 18; i < 32; i = i + 1) begin
            file[i] = 32'd0;
          end
      end
    assign rd = file[addr[31:2]];
endmodule
```
`flow/run.sh`:
```
#!/bin/bash
# OpenROAD 26Q1-2900-gdf79404cd8, Yosys 0.63+post, stock flow scripts
make -C /OpenROAD-flow-scripts/flow DESIGN_CONFIG=/design/flow/config.mk WORK_HOME=/design/flow/orfs finish
```
`flow/config.mk`:
```
export PLATFORM = sky130hd
export DESIGN_NAME = imem
export DESIGN_NICKNAME = imem
export VERILOG_FILES = /design/flow/design.v
export SDC_FILE = /design/flow/constraint.sdc
export NUM_CORES = 4
export LEC_CHECK = 1
export CORE_AREA = 10 10 72 72
export DIE_AREA = 0 0 82 82
```
`flow/constraint.sdc`:
```
current_design imem

set clk_period 1.9
set clk_io_pct 0.2

create_clock -name clk0 -period $clk_period

set non_clock_inputs [all_inputs -no_clocks]
set_input_delay [expr $clk_period * $clk_io_pct] -clock clk0 $non_clock_inputs
set_output_delay [expr $clk_period * $clk_io_pct] -clock clk0 [all_outputs]
```
==> changes_impl.md <==
## Flow update

- Core region area: 3690 um2
- Sum of buffers and inverters on the critical path: 5
- GR Overflow Total: 0
- Initial antenna violation count: 0
- Final Power: 337 uW
- CLK BUF: 0
- Ports: 64
- Final Util: 44.3%
- Row count: 22
- Worst hold path class: primary input to output port
- Fin. max-slew vios: 0
- Drt pass-1 iters: 4
- Overall routing resource usage: 8.61%
- Arrival time worst endpoint: 1.52 ns
- Fin area: 1630 um2
- Slowest CP cell: or2_4
- Share of layout cells above drive strength 1: 62.1%
- Leak pwr: 0.799 nW
- Non-Filler Instances: 209
- Final period utilization: 100%
- Ant diodes: 0
- Final setup violation count: 1
- Remaining DRCs: 0
- Initial DRC count: 29
- Largest net degree at the start of global routing: 16
- Init Core Util: 18.1%
- Synthesized area per cell: 7.17 um2
- Routed vias: 973
- TNS Setup: -0.00239 ns
- Worst Path Max Fanout: 4
- Top cell area share: 15.0%
- Global-route wire length before repair: 4800 um
- Startpoint types: primary input
- Gpl congestion: 0.863
- Synth cell types: 34
- Synth warnings: 1
- Via/cell ratio: 4.66
- Wire length per cell: 14.9 um
- Cells in synth_stat.txt: 93
- Slew HR: 86.0%
- CP Cell Sequence: buf_8 -> buf_6 -> buf_8 -> ha_4 -> mux2i_4 -> buf_6 -> nor3_1 -> or2_4 -> buf_6
- Max-cap viol count: 0
- Fill count: 337
- Fin. Hold Viols: 0
- Worst path required time: 1.52 ns
- Register area share after synthesis: 0%
- Setup CP Type: primary input to output port
- Synth Instances: 93
- Die Height: 82 um
- Pre-CTS setup slack: -0.850 ns
- Top cells by count: a21oi_1 (12), buf_4 (9), ha_1 (8), mux2i_1 (6)
- Final min period: 1.90 ns
- DRT Wirelength: 3110 um
- Mapped Area: 667 um2
- Flop count: 0
- Yosys chip area: 667 um2
- Placed Cells: 193
- FMAX: 526 MHz
- P per Cell Area: 207 nW/um2
- Synth area leader: ha_1
- Worst slew pin tran: 0.208 ns
- Setup crit end kind: output port
- DP HPWL: 2020 um
- Count leader, synth: a21oi_1
- Top delay family on crit path: buffers and inverters
- Top cell by count, worst path: buf_6
- Chip width: 82 um
- Die area: 6720 um2
- Tool warnings: 68
- Antenna Nets Post-Route: 0
- RSZ-0062 raised after global routing: true
- Register Area: 0 um2
- PortBufs: 37
- Worst setup margin: -0.00239 ns
- Vias in the first global route: 955
- Status: complete, but fails checks
- Placed Area: 1230 um2
- CP max stage delay: 0.22 ns
- Peak VDD IR: 0.000135 V
- Failing checks: negative setup slack
- Biggest area cells: ha_1 (15%), buf_4 (10%), a21oi_1 (9.0%), mux2i_1 (9.0%), nand2b_1 (4.7%)
- Layout area overhead: 145%
- Hold slack: 1.26 ns
routing by layer:
layer | GRT usage [%] | part of all wire, % | up-vias
li1 | - | - | 478
met1 | 12.5 | 44 | 449
met2 | 13.3 | 43 | 44
met3 | 2.09 | 12 | 2
met4 | 0.170 | 0.42 | 0
met5 | 0 | 0 | -
layout by cell type, fill, tap and decap left out, types with 2 or more instances in the layout:
cell type,n
a21oi_1,7
clkdlybuf4s15_1,5
nor3_1,2
ha_4,7
o22ai_1,4
mux2i_1,5
nand2_1,5
o32ai_2,2
nand3b_1,2
or2_4,3
o21ai_1,2
dlymetal6s2s_1,2
buf_6,16
clkbuf_2,3
buf_12,2
buf_8,3
buf_2,7
a21oi_2,5
dlygate4sd2_1,15
nand2b_4,4
buf_4,29
kinds of logic after synthesis:
logic type                 after synthesis  synth area share [%]
AOI/OAI and AO/OA                       31                  30.2
and+or+nand+nor                         27                  22.5
buffers and inverters                   19                  18.2
muxes                                    8                  14.1
adders and majority gates                8                  15.0
final cells by class:
type | instances | area, um2 | area share [%]
multi-input cells | 74 | 776 | 47.5
repair buffers | 83 | 772 | 47.3
well taps | 48 | 60.1 | 3.68
inverters | 4 | 25.0 | 1.53
worst paths after layout:
path	startpoint	to	slack (ns)	cells past startpoint
worst max-delay path	addr[2]	rd[6]	-0.002	9
worst min-delay path	addr[5]	rd[16]	1.26	4
where the power goes:
group	leakage [nW]	internal, mW	switching (mW)
Sequential	0	0	0
Clock	0	0	0
Combinational	0.799	0.199	0.138
worst min-delay path: cells and delay by family:
family | cells | cell delay (ns)
buffers and inverters | 3 | 0.42
AOI/OAI and AO/OA | 1 | 0.07
repair_timing:
item	4_1_cts	5_1_grt
resized	128	32
buffers inserted	14	3
hold buffers	0	0
setup endpoints to repair	32	20
pin swaps	17	13
gates cloned	1	0
Power and IR drop assume default switching activity.
